--- ./design.v ---
module alu (
    clk,reset,instruction,out,a,b
);
  input clk,reset;
  input [31:0]instruction; 
  output reg[31:0] out,a,b;
  reg [31:0] register[31:0];
  integer i;
  initial begin
    for ( i= 0;i<32 ;i=i+1 ) begin
        register[i]=i;
    end
  end
  always@(posedge clk)
begin
    if(reset)begin
        for ( i= 0;i<32 ;i=i+1 ) begin
        register[i]=i;
    end
    end
    case (instruction[31:26]) 
    0 : begin
        register[instruction[15:11]] = $signed(register[instruction[25:21]]) + $signed(register[instruction[20:16]]);      
        a=register[instruction[25:21]];
        b=register[instruction[20:16]];
        out=register[instruction[15:11]];
    end 
    1 :begin
        register[instruction[15:11]] = $signed(register[instruction[25:21]]) - $signed(register[instruction[20:16]]);      
          a=register[instruction[25:21]];
          b=register[instruction[20:16]];
          out=register[instruction[15:11]];
    end 
    2 :begin
        register[instruction[15:11]]=register[instruction[25:21]]+register[instruction[20:16]];      
        a=register[instruction[25:21]];
        b=register[instruction[20:16]];
        out=register[instruction[15:11]];
    end 
    3 :begin
        register[instruction[15:11]]=register[instruction[25:21]]-register[instruction[20:16]];      
        a=register[instruction[25:21]];
        b=register[instruction[20:16]];
        out=register[instruction[15:11]];
    end 
    4 : register[instruction[20:16]] = $signed(register[instruction[25:21]]) + $signed(instruction[15:0]);      
    5 : register[instruction[20:16]] = register[instruction[25:21]] + instruction[15:0];       
    6 : register[instruction[15:11]]=register[instruction[25:21]] & register[instruction[20:16]];      
    7 : register[instruction[15:11]]=register[instruction[25:21]] | register[instruction[20:16]];       
    8 : register[instruction[20:16]] = register[instruction[25:21]] & instruction[15:0];     
    9 : register[instruction[20:16]] = register[instruction[25:21]] | instruction[15:0];     
    10 :register[instruction[15:11]]=register[instruction[20:16]]<<register[instruction[10:6]];   
    11 :register[instruction[15:11]]=register[instruction[20:16]]>>register[instruction[10:6]];   
    endcase
end 
endmodule
--- ./run.sh ---
#!/bin/bash
# OpenROAD 26Q1-2900-gdf79404cd8, Yosys 0.63+post, stock flow scripts
make -C /OpenROAD-flow-scripts/flow DESIGN_CONFIG=/design/flow/config.mk WORK_HOME=/design/flow/orfs finish
--- ./config.mk ---
export PLATFORM = sky130hd
export DESIGN_NAME = alu
export DESIGN_NICKNAME = alu
export VERILOG_FILES = /design/flow/design.v
export SDC_FILE = /design/flow/constraint.sdc
export NUM_CORES = 4
export LEC_CHECK = 1
export CORE_UTILIZATION = 40
--- ./constraint.sdc ---
current_design alu

set clk_period 68.5
set clk_io_pct 0.2

create_clock -name clk0 -period $clk_period [get_ports {clk}]

set non_clock_inputs [all_inputs -no_clocks]
set_input_delay [expr $clk_period * $clk_io_pct] -clock clk0 $non_clock_inputs
set_output_delay [expr $clk_period * $clk_io_pct] -clock clk0 [all_outputs]
==> results.py <==
# Auto-generated metrics
metrics = {
    "placed_design": {
        "routabilityCongestion": 1.70,
        "placed_cell_area_um2": 172000,
        "placed_cells": 29588,
        "portBuffers": 129,
        "dp_hpwl_mm": 1610,
    },
    "logic_synthesis": {
        "top_cell_area_share": 0.133,
        "compound_area_frac": 0.476,
        "edf_count": 96,
        "synthTopCellsByArea": "dfxtp_1 (13%), a21oi_1 (10%), o21ai_0 (8.3%)",
        "synthArstFlopShare": 0,
        "ys_cells": 24926,
        "avgSynthCellArea_um2": 6.18,
        "synth_flops": 1120,
        "dominantRegCellSynth": "dfxtp_1",
        "ys_warn_count": 2,
        "synthMuxAreaShare": 0.00900,
        "synth_cells": 24926,
        "fa_ha_area_frac": 0.0119,
        "xor_share": 0.00722,
        "ys_area_um2": 154000,
        "top_area_cell": "dfxtp_1",
        "synth_cell_types": 116,
        "ys_top_logic_family": "AND-OR/OR-AND gates",
        "yosys.area_share.simple": 0.267,
        "syn_area_um2": 154000,
        "seq_area_frac_synth": 0.152,
    },
    "die": {
        "chipWidth_um": 623,
        "fp_util": 0.403,
        "num_rows": 227,
        "pin_count": 130,
        "die_h_um": 623,
    },
    "cts": {
        "cts_buffers": 174,
        "cts_hold_buf": 0,
        "post-cts-setup-buffers": 0,
        "cts_sinks": 1120,
        "root_buffer": "clkbuf_16",
        "cts_max_level": 4,
        "cts_buffer_depth": 4,
        "cts_resized": 0,
    },
    "outcome": {
        "run_status": "aborted with a tool error",
        "error": "[ERROR GRT-0116] Global routing finished with congestion. Check the congestion regions in the DRC Viewer.",
        "lastStage": "global routing (5_1_grt)",
    },
    "global_routing": {
        "grt_max_degree": 92,
        "grt_usage": 1.16,
        "grt_pass1_wl_mm": 3020,
        "grt_pass1_vias": 283984,
        "grt_overflow": 61846,
    },
}
-- logic make-up after synthesis --
| logic type | after synthesis |
|---|---|
| buf+inv | 3042 |
| flops | 1120 |
| xor+xnor | 127 |
| simple gates | 8747 |
| compound gates | 11609 |
| fa+ha+maj | 145 |
| mux | 136 |
-- per-layer routing --
layer	overflow	global-route usage
met1	13583	1.12
met2	32710	1.35
met3	8059	1.08
met4	6516	1.03
met5	978	1.01
-- cell usage after synthesis, types with 260 or more instances --
cell type,instances
a21oi_1,3078
o21ai_0,2560
nor2_1,2515
nand2_1,2417
clkbuf_1,2308
o22ai_1,1646
dfxtp_1,1024
nor3_1,777
a22oi_1,712
nand3_1,616
nor2b_1,544
nand2b_1,504
nor4_1,421
a211oi_1,419
a221oi_1,380
buf_1,376
a31oi_1,310
o211ai_1,283
o221ai_1,260
-- stage by stage --
stage	worst slack [ns]	util
after detailed placement	43.88	0.449
after floorplan	47.25	-
after global placement	43.82	0.449
after CTS	44.89	0.464
