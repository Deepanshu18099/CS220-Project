[flow/run.sh]
#!/bin/bash
# OpenROAD 26Q1-2900-gdf79404cd8, Yosys 0.63+post, stock flow scripts
make -C /OpenROAD-flow-scripts/flow DESIGN_CONFIG=/design/flow/config.mk WORK_HOME=/design/flow/orfs finish
[flow/config.mk]
export PLATFORM = sky130hd
export DESIGN_NAME = branch
export DESIGN_NICKNAME = branch
export VERILOG_FILES = /design/flow/design.v
export SDC_FILE = /design/flow/constraint.sdc
export NUM_CORES = 4
export LEC_CHECK = 1
export CORE_AREA = 10 10 101 101
export DIE_AREA = 0 0 111 111
export SYNTH_MEMORY_MAX_BITS = 65536
[flow/constraint.sdc]
current_design branch

set clk_period 5.2
set clk_io_pct 0.2

create_clock -name clk0 -period $clk_period [get_ports {clk}]

set non_clock_inputs [all_inputs -no_clocks]
set_input_delay [expr $clk_period * $clk_io_pct] -clock clk0 $non_clock_inputs
set_output_delay [expr $clk_period * $clk_io_pct] -clock clk0 [all_outputs]
[flow/design.v]
module branch (
    clk,instruction,pc
);
input clk;
input [31:0]instruction;
output reg[8:0]pc=0;
reg [31:0] register[31:0];
  integer i;
  initial begin
    for ( i= 0;i<32 ;i=i+1 ) begin
        register[i]=i;
    end
  end
always @(posedge clk) begin
    for ( i= 0;i<32 ;i=i+1 ) begin
        register[i]=i;
    end
    case (instruction[31:26])
        14 : begin     
            if(register[instruction[25:21]] == register[instruction[20:16]] )begin
                pc=pc+1+instruction[15:0];
            end
        end  
        15 : begin  
            if(register[instruction[25:21]] != register[instruction[20:16]] )begin
                pc=pc+1+instruction[15:0];
            end
        end
        16 : begin  
            if(register[instruction[25:21]] > register[instruction[20:16]] )begin
                pc=pc+1+instruction[15:0];
            end
        end 
        17 : begin   
            if(register[instruction[25:21]] >= register[instruction[20:16]] )begin
                pc=pc+1+instruction[15:0];
            end
        end  
        18 : begin   
            if(register[instruction[25:21]] < register[instruction[20:16]] )begin
                pc=pc+1+instruction[15:0];
            end
        end
       19 : begin   
            if(register[instruction[25:21]] <= register[instruction[20:16]] )begin
                pc=pc+1+instruction[15:0];
            end
        end
        20 : begin   
                pc=instruction[15:0];
        end
        21 : begin   
                pc=register[instruction[25:21]];
            end
        22 : begin   
                register[31]=pc+1;
                pc=instruction[15:0];
            end
    endcase
end 
endmodule
==> impl_metrics.csv <==
group,metric,value,unit
placed_design,placed_area,1540,um2
power_and_ir_drop,p_seq_frac,0.324,
cells_and_area,largest_register_ffs,9,
placed_design,numPortBuffers,34,
placed_design,gp_congestion,0.787,
cells_and_area,final_util,0.195,
routing,vias,1001,
setup_path,worst_r2r_path_depth,10,
logic_synthesis,common_cells,"ha_1, inv_1, nand2_1",
logic_synthesis,synthDistinctLibCells,40,
logic_synthesis,syn_area,1070,um2
logic_synthesis,yosys.area.top_type,"edfxtp_1",
cts,cts_resized,0,
power_and_ir_drop,p_clk_frac,0.298,
logic_synthesis,adder_share,0.171,
setup_path,crit_fanout,3,
setup_path,cp-startpoint,"instruction[0]",
logic_synthesis,ys_area,1070,um2
routing,num_antenna_cells,0,
routing,drc,0,
cells_and_area,multiInputGateArea,748,um2
setup_path,path_class,"in2reg",
logic_synthesis,top_cell,"ha_1",
timing,period_needed,3.17,ns
logic_synthesis,syn-instance-count,125,
logic_synthesis,yosysTopAreaCellShare,0.252,
floorplan,row_count,33,
power_and_ir_drop,pwr_density_cell,172,nW/um2
cts,clock.latency.late_pin,0.23,ns
power_and_ir_drop,pwr-share-comb,0.377,
timing,setup_violations,0,
cts,cts-root-buf,"clkbuf_8",
setup_path,r2r_end,"pc[8]",
timing,tns,0,ns
setup_path,required,5.18,ns
logic_synthesis,aoi_share,0.280,
setup_path,crit_end,"pc[8]",
logic_synthesis,async_flop_share,0,
timing,skew,0.00307,ns
setup_path,worstReg2RegStart,"pc[0]",
logic_synthesis,ys_seq_share,0.252,
logic_synthesis,area_leaders,"edfxtp_1, ha_1, inv_1, a21oi_1, nand2_1",
global_route,grt_max_degree,14,
power_and_ir_drop,p_leak,0.602,nW
routing,drt_iter0_drc,48,
floorplan,io_pins,42,
cts,post_cts_buffers,0,
cells_and_area,fillers,887,
power_and_ir_drop,intPower,0.197,mW
timing,hold_viol,0,
placed_design,hpwl,2740,um
cells_and_area,drive_gt1_frac,0.0679,
cells_and_area,synthToLayoutAreaGrowth,48.2,%
hold_path,hold_path.startpoint,"pc[6]",
cts,htreeDepth,1,
timing,fmax,0.315,GHz
global_route,grt_util_all_layers,0.0509,
timing,worstMarginPinSlew,0.457,ns
routing,detail_route.wl_per_cell,11.9,um
cts,cts_sinks,9,
logic_synthesis,ys_warn_count,2,
cts,cts_tree,"built",
logic_synthesis,avgSynthCellArea,8.57,um2
job,warnings,32,
logic_synthesis,ff_type,"edfxtp_1",
hold_path,hold_class,"reg2reg",
logic_synthesis,enable_flop_cells,9,
logic_synthesis,ys_cells,125,
logic_synthesis,synthMuxAreaShare,0,
cts,cts_buffer_depth,2,
floorplan,chip_area,12300,um2
setup_path,critPathLaunchType,"input pin",
job,cap_violations,0,
routing,dr.pass1.iters,4,
cts,cts_made_buffers,3,
timing,fin_crit_sh,0.610,
global_route,overflow,0,
floorplan,die_w,111,um
routing,via_per_inst,3.75,
cts,clk_pin_slew_worst_paths,0.05,ns
cts,hold_buffers,0,
floorplan,die_y,111,um
setup_path,regToRegSetupSlack,2.87,ns
power_and_ir_drop,irDropWorstVdd,0.0000438,V
logic_synthesis,synth-seq-cells,9,
status,status,"finished, final reports clean",
timing,maxSlewViolCount,0,
global_route,grt_pass1_wl,5370,um
setup_path,worstSetupEndpointType,"flop",
routing,final_antenna_net_count,0,
floorplan,fp_util,0.132,
timing,rsz0062_at_grt,"false",
floorplan,core,8130,um2
power_and_ir_drop,swShare,0.281,
logic_synthesis,xor_area_frac,0.0245,
global_route,antenna_found_initial,0,
routing,routed_wl,3170,um
setup_path,worstPathArrival,3.15,ns
logic_synthesis,synthSimpleGateAreaFrac,0.223,
logic_synthesis,top_logic_kind,"AND-OR/OR-AND gates",
power_and_ir_drop,p_switching,0.0767,mW
cells_and_area,seq_area,270,um2
cells_and_area,fin_area,1590,um2
global_route,grt_pass1_vias,1104,
timing,slew_headroom,0.695,
[per-stage QoR]
step	worst slack, ns	std cells	power, mW	hold slack (ns)
after global routing	1.81	267	0.292	0.878
final	2.03	267	0.273	0.828
after floorplan	2.32	125	0.152	0.739
after CTS	2.01	267	0.276	0.835
after global placement	1.81	263	0.193	0.844
after detailed placement	1.77	263	0.194	0.819
[power groups by stage]
stage     registers (mW)  logic (mW)  clock network [mW]
5_1_grt           0.0890       0.117              0.0862
4_1_cts           0.0888       0.104              0.0831
6_report          0.0887       0.103              0.0816
[kinds of logic after synthesis]
| group | after synthesis |
|---|---|
| buf+inv | 14 |
| fa+ha+maj | 14 |
| compound gates | 42 |
| simple gates | 43 |
| flops | 9 |
| xor+xnor | 3 |
[worst max-delay path, stage by stage]
cell	delay, ns
clkdlybuf4s50_1	0.42
inv_1	0.06
ha_1	0.17
inv_1	0.06
fa_1	0.43
a211oi_2	0.28
o21ai_1	0.12
o2111ai_1	0.15
nand3b_1	0.13
a31oi_1	0.22
nor3b_2	0.07
[layer usage]
layer	vias to the layer above	track usage	wire (um)
met5	-	0	0
met4	0	0.00868	42
met3	4	0.00876	135
met2	20	0.0884	1520
met1	438	0.0648	1470
li1	539	-	-
[cells in the final DEF (no fill, tap or decap), types with 3 or more instances in the layout]
master	Yosys	layout
ha_1	13	13
o31ai_1	5	5
nor2b_1	3	3
edfxtp_1	9	9
nand3_1	4	4
nand2_1	10	10
inv_1	12	12
o21a_1	4	4
xnor2_1	3	3
clkdlybuf4s50_1	0	34
clkbuf_8	0	3
o21ai_1	4	4
nor3_1	5	5
a21oi_1	8	8
nor2_1	7	7
o21ai_0	3	3
or3_1	3	3
[cell type report]
class / count / area share
Tap cell: 105 / 0.0827
Inverter: 12 / 0.0284
Timing Repair Buffer: 35 / 0.219
Sequential cell: 9 / 0.170
Multi-Input combinational cell: 102 / 0.471
Clock buffer: 4 / 0.0284
[worst min path at each step]
stage / end / slack (ns) / cells past startpoint
after CTS: pc[6] / 0.83 / 3
after global routing: pc[6] / 0.88 / 3
final: pc[6] / 0.83 / 3
Power and IR drop assume default switching activity.
