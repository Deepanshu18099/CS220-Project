`run.sh`:
```
#!/bin/bash
# OpenROAD 26Q1-2900-gdf79404cd8, Yosys 0.63+post, stock flow scripts
make -C /OpenROAD-flow-scripts/flow DESIGN_CONFIG=/design/flow/config.mk WORK_HOME=/design/flow/orfs finish
```
`config.mk`:
```
export PLATFORM = sky130hd
export DESIGN_NAME = instruction_fetch
export DESIGN_NICKNAME = instruction_fetch
export VERILOG_FILES = /design/flow/design.v
export SDC_FILE = /design/flow/constraint.sdc
export NUM_CORES = 4
export LEC_CHECK = 1
export CORE_AREA = 10 10 113 113
export DIE_AREA = 0 0 123 123
```
`constraint.sdc`:
```
current_design instruction_fetch

set clk_period 5.5
set clk_io_pct 0.2

create_clock -name clk0 -period $clk_period [get_ports {clk}]

set non_clock_inputs [all_inputs -no_clocks]
set_input_delay [expr $clk_period * $clk_io_pct] -clock clk0 $non_clock_inputs
set_output_delay [expr $clk_period * $clk_io_pct] -clock clk0 [all_outputs]
```
`design.v`:
```
module vedaInstruction(clk, rst, write_enable, address, datain, mode, dataout);
    input clk, rst, write_enable, mode;
    input [8:0] address;
    input [31:0] datain;
    output reg [31:0] dataout;
    reg [31:0] mem [511:0];
    integer i;
    initial begin
            mem[0]<=32'b01011100000100000000000001100100;
            mem[1]<=32'b01011100000010000000000000000000;
            mem[2]<=32'b01011100000010010000000000000000;
            mem[3]<=32'b01011100000100010000000000000101;
            mem[4]<=32'b01011100000100100000000000000101;
            mem[5]<=32'b00000000000100000101000000000000;
            mem[6]<=32'b00000000000100000101100000000000;
            mem[7]<=32'b00010010001100011111111111111111;
            mem[8]<=32'b01011100000010010000000000000000;
            mem[9]<=32'b00010010010100101111111111111111;
            mem[10]<=32'b00000000000100000101100000000000;
            mem[11]<=32'b00110001011100110000000000000000;
            mem[12]<=32'b00010001011010110000000000000001;
            mem[13]<=32'b00110001011101000000000000000000;
            mem[14]<=32'b00010001001010010000000000000001;
            mem[15]<=32'b011000_10011_10100_0110000000000000;
            mem[16]<=32'b00111101100000000000000000000100;
            mem[17]<=32'b00110101011100110000000000000000;
            mem[18]<=32'b00110101011101001111111111111111;
            mem[19]<=32'b00110001011101000000000000000000;
            mem[20]<=32'b00111101001100101111111111110111;
            mem[21]<=32'b00010001000010000000000000000001;
            mem[22]<=32'b00111101000100011111111111110010;
            mem[23]<=32'b01011100000010000000000000000000;
            mem[24]<=32'b00010010001100010000000000000001;
            mem[25]<=32'b001100_10000_10001_0000000000000000;
            mem[26]<=32'b001100_10000_10010_0000000000000001;
            mem[27]<=32'b001100_10000_10011_0000000000000010;
            mem[28]<=32'b001100_10000_10100_0000000000000011;
            mem[29]<=32'b001100_10000_10101_0000000000000100;
            mem[30]<=32'b011111_10000_10101_0000000000000100;
            mem[100]<=90;
            mem[101]<=80;
            mem[102]<=70;
            mem[103]<=75;
            mem[104]<=95;
    end
    always @( * ) begin
        if(rst) begin
            for(i = 0; i < 512; i = i + 1) begin
                mem[i] <= 0;
            end
        end
        else if(write_enable) begin
            if(mode == 0) begin
                 mem[address] <= datain;
            end
            else begin
                mem[address] <= datain;
            end
        end
        else begin
            dataout <= mem[address];
        end
    end
endmodule
module instruction_fetch(clk,reset,pc,instruction);
    input clk,reset;
    output reg [8:0] pc=9'b000000000;
    output reg[31:0] instruction;
    wire [31:0]instruction_wire;
vedaInstruction uut(clk, 1'b0, 1'b0, pc, 0, 1'b0, instruction_wire);
always @(*) begin
    instruction <= instruction_wire; 
end
always @(posedge clk ) begin
    if(reset) begin
        pc<=0;
    end
    else begin
        pc <= pc + 1;
    end
    end
endmodule
```
==> impl_metrics.py <==
# Generated from Yosys and OpenROAD reports
metrics = {
    "clock_network": {
        "cts.sinks": 9,
        "htree_levels": 1,
        "tritoncts": "yes",
        "cts_buffers": 3,
        "clkTransAtPathRegs_ns": 0.04,
        "cts_resized": 0,
        "clk_latency_ns": 0.23,
        "clk_path_buf_depth": 2,
        "cts_setup_buffers": 0,
        "hold_buffers": 0,
        "cts_root_buf": "clkbuf_8",
    },
    "layout": {
        "synthToLayoutAreaGrowth_pct": 36.3,
        "top_regs": "pc x9",
        "largest-register": "pc",
        "largest_reg_flops": 9,
        "layout-drive-gt1-share": 0.0510,
        "fillerInstances": 1145,
        "fin_util": 0.193,
        "stdcell_area_mm2": 0.00199,
    },
    "timing": {
        "fin_ws_ns": 1.36,
        "slew-limit-headroom": 0.445,
        "finalSetupTns_ns": 0,
        "clock-skew-final_ns": 0.00475,
        "worst_pin_slew_ns": 0.832,
        "setup_viol": 0,
        "period_used_share": 0.753,
        "finalHoldViolations": 0,
        "max_freq_mhz": 241,
        "rsz0062_at_grt": "no",
        "layout_min_cycle_time_ns": 4.14,
        "drv_slew": 0,
    },
    "grt": {
        "grt_pass1_vias": 1703,
        "grt_pass1_wl_um": 9190,
        "grt_max_degree": 37,
        "overflow": 0,
        "antenna_found_initial": 0,
        "grt.total_usage": 0.0734,
    },
    "synthesis": {
        "synth-seq-cells": 9,
        "yosys_warnings": 3,
        "flop_cell": "dfxtp_1",
        "synthCells": 234,
        "most_common_cell": "nand2_1",
        "syn_area_mm2": 0.00146,
        "syn_avg_cell_area_um2": 6.25,
        "top_cells_by_area": "dfxtp_1 12%, nand2_1 7.4%, nor2_1 5.9%",
        "synth_cell_types": 47,
        "top_area_frac": 0.123,
        "synth-cells-yosys": 234,
        "top_cells_by_count": "29 x nand2_1, 23 x nor2_1, 17 x o21ai_0",
        "ys_seq_share": 0.123,
        "async_reset_ff_frac": 0,
        "top_area_cell": "dfxtp_1",
        "edf_count": 0,
        "ys_chip_area_mm2": 0.00146,
    },
    "floorplan": {
        "ios": 43,
        "die_w_um": 123,
        "dieArea_mm2": 0.0151,
        "dieHeight_um": 123,
        "core_util_floorplan": 0.142,
        "rows": 37,
        "core-area_mm2": 0.0103,
    },
    "routing": {
        "wirelength_um": 5810,
        "vias": 1822,
        "first_pass_iters": 4,
        "antenna_cells": 0,
        "via_per_inst": 4.66,
        "drt-initial-drc-count": 175,
        "wire_per_inst_um": 14.9,
        "drtAntennaViolNets": 0,
        "drc": 0,
    },
    "power": {
        "p_per_area_mw_per_mm2": 129,
        "ir_drop_v": 0.000106,
        "leakage_nw": 0.697,
    },
    "run_status": {
        "outcome": "complete, no violations",
    },
    "critical_path": {
        "startpoint_type": "flop",
        "required_ns": 4.40,
        "worst_ep_arrival_time_ns": 3.04,
        "crit_fanout": 22,
        "path_class": "flop to output pin",
        "critPathCaptureType": "output pin",
    },
    "min_path": {
        "hold_class": "flop to flop",
    },
    "placed_design": {
        "placement.io_buffers": 41,
        "place_hpwl_um": 4360,
        "place_congestion": 0.923,
        "preCtsSetupSlack_ns": 1.65,
        "postPlaceCellArea_mm2": 0.00195,
    },
    "run": {
        "warnings": 28,
        "cap_violations": 0,
    },
}
## critical path, stage by stage (launching register included)
cell	delay, ns
dfxtp_1	0.46
inv_1	0.10
ha_1	0.50
nor2_1	0.35
o221ai_1	0.17
a32oi_1	0.31
nand3_1	0.24
o211ai_1	0.17
clkdlybuf4s50_1	0.50
## cell families after synthesis
logic type,count (synthesis),share of synthesized area
AND-OR/OR-AND,79,0.367
XOR/XNOR,9,0.0539
adder cells (fa/ha/maj),4,0.0342
buffers and inverters,39,0.119
flip-flops,9,0.123
multiplexers,1,0.00770
other,1,0.00257
AND/OR/NAND/NOR,92,0.292
## final cells by class
class / count / area, um2 / share of cell area
Multi-Input combinational cell: 186 / 1110 / 0.556
Timing Repair Buffer: 47 / 455 / 0.229
Sequential cell: 9 / 180 / 0.0905
Tap cell: 136 / 170 / 0.0854
Clock buffer: 4 / 45.0 / 0.0226
Inverter: 9 / 33.8 / 0.0170
## cells in the final DEF, fill, tap and decap left out, types with 7 or more instances in the layout
cell	n
xor2_1	7
o21ai_0	17
inv_1	9
nor2_1	23
nand2_1	29
a31oi_1	7
dfxtp_1	9
a21oi_1	12
nand3_1	14
clkdlybuf4s50_1	41
## final timing paths
check / start / slack, ns / depth (start not counted) / to
worst max-delay path: pc[0]$_SDFF_PP0_ / 1.36 / 8 / instruction[6]
worst min register to register: pc[0]$_SDFF_PP0_ / 0.52 / 1 / pc[0]$_SDFF_PP0_
worst min-delay path: pc[0]$_SDFF_PP0_ / 0.52 / 1 / pc[0]$_SDFF_PP0_
worst max register to register: pc[4]$_SDFF_PP0_ / 3.84 / 5 / pc[8]$_SDFF_PP0_
## where the power goes
group	internal (mW)	leakage [nW]	switching, mW
Clock	0.0504	0.0228	0.0252
Sequential	0.0673	0.0731	0.00267
Combinational	0.0536	0.601	0.0573
Total	0.171	0.697	0.0852
## metal layers
layer,global-route usage,vias to the layer above,share of wire
met1,0.114,840,0.47
met3,0.0102,2,0.081
li1,-,893,-
met2,0.111,87,0.44
met4,0.00146,0,0.00086
met5,0,-,0
## through the flow
step	total power, mW	cells	hold slack, ns
3_5_place_dp	0.182	387	0.514
5_1_grt	0.273	391	0.547
3_3_place_gp	0.183	387	0.506
6_report	0.256	391	0.525
4_1_cts	0.259	391	0.528
2_1_floorplan	0.128	234	0.468
Power is estimated from default activity; no workload was simulated.
